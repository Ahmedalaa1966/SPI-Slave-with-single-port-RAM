==> ./design.v <==
module SPI (MOSI_s,MISO_s,SS_n_s,clk,rst_n_s);
input MOSI_s,SS_n_s,clk,rst_n_s ;
output MISO_s ;
wire [9:0] rx_data_s ;
wire [7:0] tx_data_s ;
wire  rx_valid_s,tx_valid_s ;
SPI_SLAVE a1(MOSI_s,MISO_s,SS_n_s,clk,rst_n_s,rx_data_s,rx_valid_s,tx_data_s,tx_valid_s) ;
RAM a2(rx_data_s,rx_valid_s,tx_data_s,tx_valid_s,clk,rst_n_s) ;
endmodule
module RAM (din,rx_valid,dout,tx_valid,clk,rst_n);
parameter MEM_DEPTH=256;
parameter ADDR_SIZE=8;
input [ADDR_SIZE+1:0] din; input rx_valid,clk,rst_n;
output reg [ADDR_SIZE-1:0] dout; output reg tx_valid;
reg [ADDR_SIZE-1:0] read_address,write_address;
reg[ADDR_SIZE-1:0]mem[MEM_DEPTH-1:0];
always @(posedge clk) begin
 if(~rst_n) begin
 dout<=0; tx_valid<=0; write_address<=0; read_address<=0;
 end
 else if(rx_valid)begin
  case (din[ADDR_SIZE+1:ADDR_SIZE])
  2'b00:begin
    write_address<=din[ADDR_SIZE-1:0];  tx_valid<=0;
    end 
  2'b01:begin
    mem[write_address]<=din[ADDR_SIZE-1:0]; tx_valid<=0;
    end
  2'b10:begin
    read_address<=din[ADDR_SIZE-1:0]; tx_valid<=1; 
    end
  2'b11:begin
    dout<=mem[read_address];  tx_valid<=1;
    end
  endcase
 end
end
endmodule
module SPI_SLAVE (MOSI,MISO,SS_n,clk,rst_n,rx_data,rx_valid,tx_data,tx_valid) ;
input MOSI,clk,rst_n,SS_n,tx_valid ;
input [7:0] tx_data ;
output reg MISO ;
output reg [9:0] rx_data=0 ;
output reg rx_valid ;
parameter IDLE = 0, READ_DATA=1, READ_ADD=2, CHK_CMD=3, WRITE=4  ;
(*fsm_encoding = "sequential"*)
reg [2:0] ns,cs;
reg w1=0 ;
integer  i=9 ;
integer j = 0 ;
always @(*) begin
    case (cs)
        IDLE: 
        begin
            if(!SS_n)
            ns = CHK_CMD ;
            else
            ns = IDLE ;
        end
        READ_DATA:
        begin
            if(SS_n)
            ns = IDLE ;
            else
            ns = READ_DATA ;
        end
        READ_ADD:
        begin
            if(SS_n)
            ns = IDLE ;
            else 
            ns = READ_ADD ;
        end
        CHK_CMD :
        begin
            if (SS_n==0 && MOSI==1 && w1==0 && i==9) 
                ns = READ_ADD ;
            else if(SS_n==0 && MOSI==1 && w1==1 && i==9)
                ns = READ_DATA ;
            else if (SS_n==0 && MOSI==0 && i==9)
                ns = WRITE ;
            else 
                ns = IDLE  ;
        end 
        WRITE :
        begin
            if(SS_n)
            ns = IDLE ;
            else 
            ns = WRITE ;
        end
    endcase
end
always @(posedge clk) begin
    case (cs)
        WRITE:
        begin
            if (SS_n==0 && i>=0) begin
                    rx_data[i] <= MOSI ;
                    i <= i-1 ;
                    rx_valid <= 0;
                end
            if(i==0)
                rx_valid <= 1;
            if(i== -1 ) begin
                i <=9 ;
                end
        end
        READ_ADD :
         begin
            if(SS_n==0 && i>=0)begin
                    rx_data[i] <= MOSI ;
                    i <= i-1 ;
                    w1<=1 ;
                    if(i==0)
                      rx_valid <= 1;
                end
             if(i== -1 )
                i <=9 ;
         end
         IDLE:
         begin
          MISO <= 0 ;
         end
        READ_DATA: 
        begin
           if(SS_n==0 && i>=0 && tx_valid==1 )begin
                rx_data[i] <= MOSI ;
                j <=j+1 ;
                if(j<=1) begin
                i <= i-1 ;
                end
                end
            if(i<8 && i>=0 && j>=3) begin
                 MISO <= tx_data[i] ;
                 i <= i-1 ;
            end
            if( i== -1 )
                i <= 9 ;  
        end
    endcase
end
always @(posedge clk ) begin
     if(!rst_n)  begin
        cs <= IDLE ;    
     end
     else 
       cs <= ns ;
end
endmodule
==> ./run.sh <==
#!/bin/bash
# OpenROAD 26Q1-2900-gdf79404cd8, Yosys 0.63+post, stock flow scripts
make -C /OpenROAD-flow-scripts/flow DESIGN_CONFIG=/design/flow/config.mk WORK_HOME=/design/flow/orfs finish
==> ./config.mk <==
export PLATFORM = sky130hd
export DESIGN_NAME = SPI
export DESIGN_NICKNAME = SPI
export VERILOG_FILES = /design/flow/design.v
export SDC_FILE = /design/flow/constraint.sdc
export NUM_CORES = 4
export LEC_CHECK = 1
export CORE_UTILIZATION = 50
==> ./constraint.sdc <==
current_design SPI

set clk_period 59.2
set clk_io_pct 0.2

create_clock -name clk0 -period $clk_period [get_ports {clk}]

set non_clock_inputs [all_inputs -no_clocks]
set_input_delay [expr $clk_period * $clk_io_pct] -clock clk0 $non_clock_inputs
set_output_delay [expr $clk_period * $clk_io_pct] -clock clk0 [all_outputs]
==> impl_metrics.csv <==
group,metric,value,unit
worst_setup_path,worstSetupEndpointType,"register",
placed_design,placed_cells,6031,
logic_synthesis,edf_count,2125,
logic_synthesis,ys_cells,3929,
clock_network,cts-root-buf,"clkbuf_16",
flow_run,warnings,35,
layout,drive_gt1_share,26.28,%
worst_setup_path,worstPathMaxFanout,9,
sta,slew-limit-headroom,32.55,%
clock_network,insertion_delay,0.85,ns
sta,tightest_slew,0.9977,ns
layout,syn_to_final_growth,11.81,%
hold_path,whs_path_depth,2,
sta,fin_hold_ws,0.4524,ns
die,initCoreUtil,50.60,%
global_routing,grt_pass1_wl,306.4,mm
worst_setup_path,worstSetupPathType,"primary input to register",
die,die_area,0.1716,mm²
logic_synthesis,synth_area,0.08500,mm²
flow_run,cap_violations,0,
global_routing,antenna_found_initial,1,
power,vdd_drop_max,0.00002841,V
worst_setup_path,cp_top_family,"simple AND/OR/NAND/NOR gates",
sta,finClkSkew,0.02916,ns
logic_synthesis,yosysTopAreaCell,"edfxtp_1",
detailed_routing,wl_per_cell,32.12,µm
clock_network,cts-hold-fix-buffers,0,
logic_synthesis,ys.flops,2156,
die,fp.dieW,414.3,µm
sta,untimed_endpoints,3,
sta,post-route-period-util,25.55,%
detailed_routing,route.vias.total,40110,
clock_network,cts_resized,0,
worst_setup_path,critPathBufInv,2,
worst_setup_path,critPathSlowestCell,"nor4b_1",
global_routing,grt.total_usage,27.90,%
die,fp-row-count,150,
worst_setup_path,r2r_start,"a2.read_address[1]$_SDFFE_PN0P_",
worst_setup_path,cp.arrival,15.60,ns
placed_design,io_buffers,4,
worst_setup_path,worstPathCellList,"clkdlybuf4s50_1 > nand3_1 > nor4b_1 > nand2_2 > buf_4 > nor2_1",
clock_network,ctsHtreeMaxLevel,4,
logic_synthesis,area_leaders,"edfxtp_1, mux4_2, nor2_1, mux2i_1, dfxtp_1",
worst_setup_path,start_kind,"primary input",
detailed_routing,drc,0,
sta,period_minus_slack,15.12,ns
die,die_height,414.3,µm
sta,max_clock_freq,66.12,MHz
hold_path,hold_end,"a2.dout[2]$_SDFFE_PN0P_",
logic_synthesis,yosys_most_used_dff,"edfxtp_1",
logic_synthesis,yosys_warnings,4,
clock_network,cts_buffers,212,
logic_synthesis,ys_top_cells_by_count,"edfxtp_1, mux4_2, nor2_1",
hold_path,hp-class,"register to register",
sta,rsz0062_at_grt,"no",
worst_setup_path,rrSetupSlack,54.25,ns
sta,drv_slew,0,
detailed_routing,drtPass1Iterations,5,
logic_synthesis,synth_chip_area,0.08500,mm²
placed_design,gp_congestion,0.9085,
detailed_routing,ant_nets,0,
global_routing,grt_pass1_vias,45290,
worst_setup_path,cpPeakStageDelay,0.89,ns
logic_synthesis,synthDistinctLibCells,78,
detailed_routing,insertedDiodeCount,0,
clock_network,cts_setup_buffers,0,
global_routing,grt_max_degree,113,
power,leakagePower,28.06,nW
logic_synthesis,syn_inst,3929,
logic_synthesis,syn_avg_cell_area,21.63,µm²
detailed_routing,drtIter0Drc,2701,
logic_synthesis,yosysTopAreaCellShare,75.08,%
power,power_density,32.02,mW/mm²
run_status,status,"complete, no violations",
sta,setup_violations,0,
placed_design,hpwl,126.2,mm
logic_synthesis,yosysMostFrequentCell,"edfxtp_1",
die,io_pins,5,
sta,unclocked_pins,3,
clock_network,cts_tree,"done",
sta,fin_setup_tns,0,ns
detailed_routing,routed_wirelength,206.4,mm
worst_setup_path,r2r_end,"a2.dout[3]$_SDFFE_PN0P_",
sta,hold_viol,0,
logic_synthesis,async_flop_share,0,%
hold_path,hp-start,"a2.dout[2]$_SDFFE_PN0P_",
die,core_area,0.1680,mm²
detailed_routing,routed_via_density,6.244,
global_routing,grt_overflow_total,0,
worst_setup_path,rr_worst_depth,8,
clock_network,clock_path_buffers,3,
layout,stdcell_count,6424,
worst_setup_path,cp.required,59.67,ns
clock_network,path_clk_slew,0.06,ns
## flip-flops by register name, indices dropped and copies added (netlist names)
signal            cells
a2.mem             2048
a2.dout               8
a2.read_address       8
a1.w1                 1
a1.rx_data           10
a1.j                 32
a2.write_address      8
a1.MISO               1
a2.tx_valid           1
a1.rx_valid           1
a1.i                 32
a1.cs                 3
a1.ns                 3
## layer usage
metal	track usage (%)	share of wire, %	vias up
li1	-	-	16760
met1	39.59	34	20210
met2	38.24	46	2836
met3	21.30	17	300
met4	5.060	2.4	8
met5	1.278	0.14	-
## layout make-up
type,count,area [µm²]
tap,2204,2758
fill,12010,72940
multi-input combinational,1540,19720
clock buffer,241,5456
inverter,13,48.80
timing repair buffer,118,1008
sequential,2156,64440
clock inverter,152,1605
## per-stage QoR
stage	power, mW	setup WS, ns	cell area (µm²)	util, %
6_report	3.043	44.08	95030	56.57
3_3_place_gp	1.722	43.47	87970	52.37
3_5_place_dp	1.721	43.28	87970	52.37
2_1_floorplan	1.709	44.80	85000	-
4_1_cts	3.072	44.19	95030	56.57
5_1_grt	3.130	43.95	95030	56.57
## worst max-delay path by stage
stage | start | cells after the start | end
CTS | rst_n_s | 6 | a2.mem[149][7]$_DFFE_PP_
finish | rst_n_s | 6 | a2.mem[149][4]$_DFFE_PP_
global route | rst_n_s | 6 | a2.mem[149][0]$_DFFE_PP_
## cells by family (layout without fill, tap and decap cells)
group                    Yosys count  in the layout  share of synthesized area [%]
flip-flops                      2153           2153                          75.74
multiplexers                     729            729                          17.94
AND/OR/NAND/NOR                  634            634                          3.493
buffers and inverters            233            524                          1.066
AND-OR/OR-AND                    106            106                         0.9525
XOR/XNOR                          62             62                         0.6389
adder cells (fa/ha/maj)            8              8                         0.1178
latches                            3              3                        0.05299
other                              1              1                       0.004412
## report_power, final
group / switching (mW) / internal, mW / total, mW / leakage (nW)
Clock: 0.572 / 0.782 / 1.35 / 3.45
Sequential: 0.00229 / 1.65 / 1.65 / 19.4
Combinational: 0.0199 / 0.0142 / 0.0341 / 5.26
## cell usage in the layout, fill, tap and decap left out, types with 9 or more instances in the layout
| cell | netlist | routed |
|---|---|---|
| a21oi_1 | 9 | 9 |
| a221oi_1 | 16 | 16 |
| a22oi_1 | 24 | 24 |
| and3_1 | 13 | 13 |
| buf_12 | 0 | 9 |
| buf_4 | 1 | 105 |
| bufinv_16 | 0 | 27 |
| clkbuf_1 | 141 | 27 |
| clkbuf_16 | 0 | 214 |
| clkinv_1 | 1 | 44 |
| clkinv_2 | 0 | 48 |
| clkinvlp_4 | 0 | 12 |
| dfxtp_1 | 28 | 23 |
| edfxtp_1 | 2125 | 2125 |
| inv_1 | 11 | 11 |
| mux2_1 | 10 | 10 |
| mux2i_1 | 83 | 83 |
| mux4_2 | 634 | 634 |
| nand2_1 | 70 | 67 |
| nand3_1 | 51 | 47 |
| nand4_1 | 21 | 21 |
| nor2_1 | 343 | 343 |
| nor2b_1 | 12 | 12 |
| nor3_1 | 25 | 25 |
| nor4_1 | 35 | 34 |
| o211ai_1 | 9 | 9 |
| o21ai_0 | 15 | 15 |
| xnor2_1 | 47 | 47 |
| xor2_1 | 15 | 15 |
## worst min-delay path, delay by kind of cell (launching register included)
kind	cells	cell delay, ns
flip-flops	1	0.32
AND/OR/NAND/NOR	2	0.10
Power is estimated from default activity; no workload was simulated.
